[design.v]
`timescale 1ns/100ps
module buffer1#(
    WORD_SIZE = 8
)(
    in,
    out,
    clk,
    clear
);
  input [0:WORD_SIZE-1] in;
  input clk,clear;
  output reg [0:WORD_SIZE-1] out;
  always @(posedge clk or posedge clear)
    begin
      if (clear)
        begin
          out <= {WORD_SIZE{1'b0}};
        end
      else
        begin
          out <= in;
        end
      end
endmodule
`timescale 1ns/100ps
module buffern#(
    WORD_SIZE = 8,
    LENGTH = 1
)(
    in,
    out,
    clk,
    clear
);
  input [0:WORD_SIZE-1] in;
  input clk,clear;
  output [0:WORD_SIZE-1] out;
  wire [0:(WORD_SIZE*(LENGTH + 1))-1] intermediates;
  assign intermediates [0:WORD_SIZE - 1] = in;
  assign out = intermediates [WORD_SIZE*LENGTH:WORD_SIZE*(LENGTH+1) - 1];
  genvar k;
  generate
  for(k=0; k < LENGTH; k = k + 1)
    begin:gen1
      buffer1#(
        .WORD_SIZE(WORD_SIZE)
        ) buffer(
          .in (intermediates[WORD_SIZE*k:WORD_SIZE*(k+1) -1]),
          .out(intermediates[WORD_SIZE*(k+1):WORD_SIZE*(k+2)-1]),
          .clk(clk),
          .clear(clear)
        );
    end
  endgenerate
endmodule
`timescale 1ns/100ps
module MAC#(
    IN_WORD_SIZE = 8,
    OUT_WORD_SIZE = 16
)(
    a,
    b,
    a_fwd,
    b_fwd,
    out,
    clk,
    clear
);
  input [0:IN_WORD_SIZE-1] a,b;
  input clk,clear;
  output reg [0:OUT_WORD_SIZE-1] out;
  output reg [0:IN_WORD_SIZE-1] a_fwd,b_fwd;
  wire [0:OUT_WORD_SIZE-1] mult_out;
  wire [0:OUT_WORD_SIZE-1] adder_out;
  assign mult_out = a * b;
  assign adder_out = mult_out + out;
  always @(posedge clk or posedge clear)
    begin
      if (clear)
        begin
          a_fwd <= {IN_WORD_SIZE{1'b0}};
          b_fwd <= {IN_WORD_SIZE{1'b0}};
          out <= {OUT_WORD_SIZE{1'b0}};
        end
      else
        begin
          a_fwd <= a;
          b_fwd <= b;
          out <= adder_out;
        end
      end
endmodule
`timescale 1ns/100ps
module systolic_array#(
    NUM_ROW = 8,
    NUM_COL = 8,
    IN_WORD_SIZE = 8,
    OUT_WORD_SIZE = 24
)(
    clk,
    rst,
    top_inputs,
    left_inputs,
    compute_done,
    cycles_count,
    pe_register_vals
);
input clk;
input rst;
input [0:NUM_COL * IN_WORD_SIZE-1] top_inputs;
input [0:NUM_ROW * IN_WORD_SIZE-1] left_inputs;
output reg compute_done;
output reg  [OUT_WORD_SIZE-1:0] cycles_count;
output [0 : (OUT_WORD_SIZE * NUM_ROW * NUM_COL) -1] pe_register_vals;
wire [0:IN_WORD_SIZE*(NUM_COL + NUM_COL * NUM_ROW)-1] top_fwd;
wire [0:IN_WORD_SIZE*(NUM_ROW + NUM_ROW * NUM_COL)-1] left_fwd;
wire [OUT_WORD_SIZE-1:0] tie_high;
assign tie_high ={OUT_WORD_SIZE{1'b1}};
assign left_fwd[0:IN_WORD_SIZE-1] = left_inputs[IN_WORD_SIZE*(NUM_ROW-1):IN_WORD_SIZE*(NUM_ROW)-1];
assign top_fwd[0:IN_WORD_SIZE-1] = top_inputs[IN_WORD_SIZE*(NUM_COL-1):IN_WORD_SIZE*(NUM_COL)-1];
genvar row,col;
generate
  for(col=1; col<NUM_COL; col=col+1)
    begin:gen1
     buffern #(
	.WORD_SIZE(IN_WORD_SIZE),
	.LENGTH(col)
	) buffer_inst_c(
	.in(top_inputs[IN_WORD_SIZE*(NUM_COL-1-col):IN_WORD_SIZE*(NUM_COL-col)-1]),
	.out(top_fwd[IN_WORD_SIZE*(col):IN_WORD_SIZE*(col+1)-1]),
	.clk(clk),
	.clear(rst)
	);
     end
  for(row=1; row<NUM_ROW; row=row+1)
   begin:gen2
      buffern #(
	.WORD_SIZE(IN_WORD_SIZE),
	.LENGTH(row)
	) buffer_inst_r(
	.in(left_inputs[IN_WORD_SIZE*(NUM_ROW-1-row):IN_WORD_SIZE*(NUM_ROW-row)-1]),
	.out(left_fwd[IN_WORD_SIZE*(row):IN_WORD_SIZE*(row+1)-1]),
	.clk(clk),
	.clear(rst)
	);
    end  
  for(row=0; row<NUM_ROW; row=row+1)
    begin:gen3
      for(col=0; col<NUM_COL; col=col+1)
        begin:gen4
          MAC #(
            .IN_WORD_SIZE(IN_WORD_SIZE),
            .OUT_WORD_SIZE(OUT_WORD_SIZE)
            ) mac_inst(
            .a        ( left_fwd[IN_WORD_SIZE*(row + col*NUM_ROW):IN_WORD_SIZE*(row + 1 + col*NUM_ROW)-1]       ),
            .b        ( top_fwd[IN_WORD_SIZE*(col + row*NUM_COL):IN_WORD_SIZE*(col + 1 + row*NUM_COL)-1]        ),
            .a_fwd    ( left_fwd[IN_WORD_SIZE*(row + (col + 1)*NUM_ROW):IN_WORD_SIZE*(row + 1 + (col + 1)*NUM_ROW)-1]   ),
            .b_fwd    ( top_fwd[IN_WORD_SIZE*(col + (row + 1)*NUM_COL):IN_WORD_SIZE*(col + 1 + (row + 1)*NUM_COL)-1]    ),
            .out      ( pe_register_vals[OUT_WORD_SIZE * (row * NUM_COL + col):OUT_WORD_SIZE * (row * NUM_COL + col + 1) - 1]       ),
            .clk      ( clk                                                                                                         ),
            .clear    ( rst                                                                                                         )
            );
        end
    end
endgenerate
always @(posedge clk)
begin
    if(rst==1'b1)
    begin
        compute_done <= 1'b0;
        cycles_count <= 0;
    end
    else
    begin
        cycles_count <= cycles_count + 1;
	if(cycles_count > (5+NUM_ROW+NUM_COL))
	begin
	  compute_done <= 1'b1;
        end
    end
end
endmodule
[run.sh]
#!/bin/bash
# OpenROAD 26Q1-2900-gdf79404cd8, Yosys 0.63+post, stock flow scripts
make -C /OpenROAD-flow-scripts/flow DESIGN_CONFIG=/design/flow/config.mk WORK_HOME=/design/flow/orfs finish
[config.mk]
export PLATFORM = sky130hd
export DESIGN_NAME = systolic_array
export DESIGN_NICKNAME = systolic_array
export VERILOG_FILES = /design/flow/design.v
export SDC_FILE = /design/flow/constraint.sdc
export NUM_CORES = 4
export LEC_CHECK = 1
export CORE_UTILIZATION = 40
[constraint.sdc]
current_design systolic_array

set clk_period 9.3
set clk_io_pct 0.2

create_clock -name clk0 -period $clk_period [get_ports {clk}]

set non_clock_inputs [all_inputs -no_clocks]
set_input_delay [expr $clk_period * $clk_io_pct] -clock clk0 $non_clock_inputs
set_output_delay [expr $clk_period * $clk_io_pct] -clock clk0 [all_outputs]
==> impl_metrics.yaml <==
# flow metrics
final_timing:
  finClkSkew_ns: 0.0612
  hold_violations: 0
  whs_ns: 0.325
  fmax_ghz: 0.133
  finalWorstSetupSlack_ns: 1.78
  tightest_slew_ns: 1.02
  fin_setup_tns_ns: 0
  rsz0062_at_grt: "false"
  timing.final.crit_share: 0.809
  fin_crit_ns: 7.52
  maxSlewViolCount: 0
  slew_headroom: 0.309
  finalSetupViolCount: 0
drt:
  firstDrtPassIters: 6
  wl_per_cell_um: 20.2
  ant_nets: 0
  wl_um: 735000
  drt-initial-drc-count: 7886
  vias: 182614
  viasPerCell: 5.01
  drcViolationCount: 0
yosys:
  synthArstFlopShare: 0.991
  yosysWarnings: 3
  synthAoiAreaFrac: 0.101
  edf_count: 0
  logic_family: "adder cells"
  synth-adder-area-share: 0.350
  yosys_area_sq_um: 259000
  ys_sh_xor: 0.0701
  ys_ff: 2905
  ys.flop_type: "dfrtp_1"
  synth.distinct_cells: 89
  synth_area_sq_um: 259000
  synth_seq_share: 0.280
  syn_inst: 25357
  ys_cells: 25357
  syn_area_per_cell_sq_um: 10.2
  simple_gate_area_frac: 0.145
  mux_share: 0.000242
critical_path:
  startpoint_type: "input port"
  crit_top_cell: "fa_1"
  worstPathArrival_ns: 8.40
  crit_path_end_kind: "flip-flop"
  max_stage_delay_ns: 0.70
  cpMaxStageDelayCell: "clkdlybuf4s50_1"
  crit_buf_inv: 4
  worstPathMaxFanout: 9
  worstSetupPathType: "input port to flip-flop"
  required_ns: 10.18
  cp_top_family: "adder cells"
die:
  rows: 295
  fp_util: 0.401
  ioPinCount: 1691
  die_width_um: 806
  dieHeight_um: 806
  core_area_sq_um: 645000
  fp.dieArea_sq_um: 650000
place:
  dp_slack_ns: 0.866
  port_buffers: 1690
  dp.cells: 35702
  gp_congestion: 0.947
  dpl_cell_area_sq_um: 287000
  hpwl_um: 607000
power:
  ir_drop_mv: 0.315
  total_leakage_power_nw: 148
  power_mw: 116
  power_density_nw_per_um2: 385
finish:
  fin_cells: 36428
  nFillCells: 58483
  lay_top_count: "inv_1"
  final_cell_mix: "inv_1 (3650), and2_1 (3506), ha_1 (3459), dfrtp_1 (2880), fa_1 (2368)"
  final_area_sq_um: 300000
  drive_above_1_share: 0.0299
  syn_to_final_growth_pct: 16.0
  utilization: 0.466
cts:
  cts_tree: "yes"
  path_clk_slew_ns: 0.06
  cts_inserted_buffers: 362
  clockBufferDepth: 4
  clock_latency_ns: 1.03
  cts_max_level: 5
  cts_setup_buffers: 0
  cts_hold_buf: 0
  cts_root_buf: "clkbuf_16"
  ctsResizeCount: 0
  clock-sinks: 2905
grt:
  grtUsageTotal: 0.239
  grt_pass1_wl_um: 1130000
  grt_antenna_before_repair: 55
  grt_busiest_layer: "met2"
  grt_use_met3: 0.0600
  grt_start_max_net_pins: 125
  first_global_vias: 186054
  use_met2: 0.388
  met1_usage: 0.311
  grt_overflow: 0
outcome:
  status: "completed"
min_path:
  hold_path_class: "flip-flop to flip-flop"
run:
  warning_count: 194
  max_cap_viol_count: 0
-- logic make-up (layout without fill, tap and decap cells) --
family,Yosys count,after routing
adder cells (fa/ha/maj),5827,5827
AND/OR/NAND/NOR,6816,6816
AND-OR/OR-AND,4021,4021
multiplexers,6,6
XOR/XNOR,2073,2073
flip-flops,2905,2905
buffers and inverters,3709,6112
other,0,55
-- cell usage after synthesis, types with 124 or more instances --
master,count,area share
xor2_1,667,0.023
nor2_1,764,0.011
nand2_1,1256,0.018
dfrtp_1,2880,0.28
ha_1,3459,0.17
and3_1,253,0.0061
a21o_1,689,0.020
xnor2_1,1406,0.048
a21oi_1,1361,0.026
o21a_1,193,0.0056
o21ai_0,603,0.012
and2_1,3506,0.085
nand3_1,273,0.0053
o21bai_1,279,0.0081
inv_1,3651,0.053
nand2b_1,140,0.0034
nor2b_1,174,0.0042
fa_1,2368,0.18
a211oi_1,124,0.0036
-- metal layers --
layer,up-vias,wire length (um),part of all wire
met2,3754,355000,0.48
met1,90086,290000,0.39
met3,1065,47400,0.065
li1,87687,-,-
met5,-,132,0.00018
met4,22,43200,0.059
-- report_power, final --
group          switching (mW)  internal, mW  leakage, nW
Combinational            42.8          36.6          108
Clock                    6.29          8.85         6.18
Sequential               3.83          17.2         34.3
Total                    52.9          62.7          148
-- path summary, 6_finish.rpt --
| check | start | to | slack [ns] | depth (start not counted) |
|---|---|---|---|---|
| worst max-delay path | top_inputs[60] | gen3[0].gen4[0].mac_inst.out[5]$_DFF_PP0_ | 1.78 | 25 |
| worst min-delay path | gen1[4].buffer_inst_c.gen1[1].buffer.out[0]$_DFF_PP0_ | gen1[4].buffer_inst_c.gen1[2].buffer.out[0]$_DFF_PP0_ | 0.33 | 0 |
| worst max register to register | gen3[1].gen4[4].mac_inst.b_fwd[5]$_DFF_PP0_ | gen3[2].gen4[4].mac_inst.out[5]$_DFF_PP0_ | 2.66 | 24 |
| worst min register to register | gen1[4].buffer_inst_c.gen1[1].buffer.out[0]$_DFF_PP0_ | gen1[4].buffer_inst_c.gen1[2].buffer.out[0]$_DFF_PP0_ | 0.33 | 0 |
| max in group asynchronous | rst | gen3[7].gen4[3].mac_inst.out[20]$_DFF_PP0_ | 5.46 | 6 |
| min in group asynchronous | rst | gen3[4].gen4[1].mac_inst.out[10]$_DFF_PP0_ | 2.01 | 4 |
-- layout make-up --
cell class	count	area (sq um)	share of cell area
Clock buffer	461	9900	0.0330
Multi-Input combinational cell	18743	172000	0.574
Clock inverter	210	2850	0.00950
Antenna cell	55	138	0.000459
Tap cell	8613	10800	0.0359
Inverter	3651	13700	0.0457
Timing Repair Buffer	1790	17900	0.0596
Sequential cell	2905	72600	0.242
-- state kept, by name, summed over array words and instances (netlist names) --
signal	count
gen1.buffer_inst_c.gen1.buffer.out	224
gen2.buffer_inst_r.gen1.buffer.out	224
cycles_count	24
compute_done	1
gen3.gen4.mac_inst.a_fwd	448
gen3.gen4.mac_inst.out	1536
gen3.gen4.mac_inst.b_fwd	448
Power is estimated from default activity; no workload was simulated.
